## design/flow/design.v

```verilog
`default_nettype none
module control #(
	parameter FREQ = 28125000,
	parameter BAUD = 115200,
	parameter DOUT_WIDTH = 64,
	parameter DIN_WIDTH = 64
) (
	input clk, reset,
	input uart_rx,
	output uart_tx,
	output reg strobe,
	output reg [DOUT_WIDTH-1:0] dout,
	input [DIN_WIDTH-1:0] din
);
	localparam DOUT_NIBBLES = (DOUT_WIDTH + 3) / 4;
	localparam DIN_NIBBLES = (DIN_WIDTH + 3) / 4;
	reg [DOUT_NIBBLES*4 - 1 : 0] dout_sr = 0;
	wire uart_rx_ready;
	wire [7:0] uart_rx_data;
	reg [1:0] shift_out_state;
	reg [15:0] shift_out_ctr;
	reg [7:0] uart_tx_data;
	reg uart_tx_valid = 1'b0;
	wire uart_tx_busy;
	always @(posedge clk) begin
		strobe <= 1'b0;
		if (uart_rx_ready) begin
			if (uart_rx_data[7:4] == 4'h4)  
				dout_sr <= {dout_sr[DOUT_NIBBLES*4 - 5 : 0], uart_rx_data[3:0]};
			else if (uart_rx_data == 8'h6F) begin  
				shift_out_ctr <= 16'hFFFF;
				shift_out_state <= 1;
				strobe <= 1'b1;
			end
		end
		if (shift_out_state == 1) begin
			uart_tx_valid <= 1'b1;
			shift_out_state <= 2;
		end else if (shift_out_state == 2) begin
			uart_tx_valid <= 1'b0;
			shift_out_state <= 3;
		end else if (shift_out_state == 3) begin
			if (!uart_tx_busy) begin
				shift_out_ctr <= shift_out_ctr + 1'b1;
				if (shift_out_ctr < DIN_NIBBLES || &shift_out_ctr)
					shift_out_state <= 1;
				else
					shift_out_state <= 0;
			end
		end
		dout <= dout_sr;
		uart_tx_data <= &shift_out_ctr ? 8'h07 : {4'h4, din[shift_out_ctr * 4 +: 4]};
		if (reset) begin
			dout <= 0;
			dout_sr <= 0;
			shift_out_ctr <= 0;
			shift_out_state <= 1'b0;
			uart_tx_data <= 0;
			uart_tx_valid <= 0;
			strobe <= 1'b0;
		end
	end
    uart_rx #(
        .clk_freq(FREQ),
        .baud(BAUD)
    ) uart_rx_i (
        .clk(clk),
        .rx(uart_rx),
        .rx_ready(uart_rx_ready),
        .rx_data(uart_rx_data)
    );
    uart_tx #(
        .clk_freq(FREQ),
        .baud(BAUD)
    ) uart_tx_i (
        .clk(clk),
        .tx_start(uart_tx_valid),
        .tx_data(uart_tx_data),
        .tx_busy(uart_tx_busy),
        .tx(uart_tx)
    );
endmodule
module baud_tick_gen(
	input clk, enable,
	output tick);
parameter clk_freq = 12000000;
parameter baud = 115200;
parameter oversampling = 1;
function integer log2(input integer v); begin log2=0; while(v >> log2) log2 = log2 + 1; end endfunction
localparam acc_width = log2(clk_freq / baud) + 8;  
reg [acc_width:0] acc = 0;
localparam shiftlimiter = log2((baud * oversampling) >> (31 - acc_width));  
localparam inc = ((baud * oversampling << (acc_width - shiftlimiter)) + (clk_freq >> (shiftlimiter + 1))) / (clk_freq >> shiftlimiter);  
always @(posedge clk) if (enable) acc <= acc[acc_width-1:0] + inc[acc_width:0]; else acc <= inc[acc_width:0];
assign tick = acc[acc_width];
endmodule
module uart_rx(
	input clk,
	input rx,
	output reg rx_ready,
	output reg [7:0] rx_data,  
	output rx_idle,  
	output reg rx_eop = 0  
);
parameter clk_freq = 12000000;
parameter baud = 115200;
parameter oversampling = 8;  
localparam
	IDLE      = 4'b0000,
	BIT_START = 4'b0001,
	BIT0      = 4'b1000,
	BIT1      = 4'b1001,
	BIT2      = 4'b1010,
	BIT3      = 4'b1011,
	BIT4      = 4'b1100,
	BIT5      = 4'b1101,
	BIT6      = 4'b1110,
	BIT7      = 4'b1111,
	BIT_STOP  = 4'b0010;
reg [3:0] rx_state = 0;
wire os_tick;
baud_tick_gen #(clk_freq, baud, oversampling) tickgen(.clk(clk), .enable(1'b1), .tick(os_tick));
reg [1:0] rx_sync = 2'b11;
always @(posedge clk) if(os_tick) rx_sync <= {rx_sync[0], rx};
reg [1:0] filter_cnt = 2'b11;
reg rx_bit = 1'b1;
always @(posedge clk)
	if(os_tick) begin
		if((rx_sync[1] == 1'b1) && (filter_cnt != 2'b11)) filter_cnt <= filter_cnt + 1'd1;
		if((rx_sync[1] == 1'b0) && (filter_cnt != 2'b00)) filter_cnt <= filter_cnt - 1'd1;
		if(filter_cnt == 2'b11) rx_bit <= 1'b1;
		else 
		if(filter_cnt == 2'b00) rx_bit <= 1'b0;
	end
function integer log2(input integer v); begin log2 = 0; while(v >> log2) log2 = log2 + 1; end endfunction
localparam l2o = log2(oversampling);
reg [l2o-2:0] os_cnt = 0;
always @(posedge clk) if(os_tick) os_cnt <= (rx_state == IDLE) ? 1'd0 : os_cnt + 1'd1;
wire sample_now = os_tick && (os_cnt == ((oversampling / 2) - 1));
always @(posedge clk)
	case(rx_state)
		IDLE:      if(~rx_bit) rx_state <= BIT_START;
		BIT_START: if(sample_now) rx_state <= BIT0;
		BIT0:      if(sample_now) rx_state <= BIT1;
		BIT1:      if(sample_now) rx_state <= BIT2;
		BIT2:      if(sample_now) rx_state <= BIT3;
		BIT3:      if(sample_now) rx_state <= BIT4;
		BIT4:      if(sample_now) rx_state <= BIT5;
		BIT5:      if(sample_now) rx_state <= BIT6;
		BIT6:      if(sample_now) rx_state <= BIT7;
		BIT7:      if(sample_now) rx_state <= BIT_STOP;
		BIT_STOP:  if(sample_now) rx_state <= IDLE;
		default:   rx_state <= IDLE;
	endcase
always @(posedge clk) begin
	if(sample_now && rx_state[3]) begin
		rx_data <= {rx_bit, rx_data[7:1]};
	end
end
always @(posedge clk)
begin
	rx_ready <= (sample_now && (rx_state == BIT_STOP) && rx_bit);  
end
reg [l2o+1:0] gap_cnt = 0;
always @(posedge clk)
	if (rx_state != IDLE) 
		gap_cnt <= 0;
	else
		if(os_tick & ~gap_cnt[l2o+1]) gap_cnt <= gap_cnt + 1'd1;
assign rx_idle = gap_cnt[l2o+1];
always @(posedge clk) rx_eop <= os_tick & ~gap_cnt[l2o+1] & &gap_cnt[l2o:0];
endmodule
module uart_tx(
	input clk,
	input tx_start,
	input [7:0] tx_data,
	output tx,
	output tx_busy);
parameter clk_freq = 12000000;
parameter baud = 115200;
wire bit_tick;
baud_tick_gen #(clk_freq, baud) tickgen(.clk(clk), .enable(tx_busy), .tick(bit_tick));
localparam
	IDLE      = 4'b0000,  
	BIT_START = 4'b0100,  
	BIT0      = 4'b1000,  
	BIT1      = 4'b1001,  
	BIT2      = 4'b1010,  
	BIT3      = 4'b1011,  
	BIT4      = 4'b1100,  
	BIT5      = 4'b1101,  
	BIT6      = 4'b1110,  
	BIT7      = 4'b1111,  
	BIT_STOP1 = 4'b0010,  
	BIT_STOP2 = 4'b0011;  
reg [3:0] tx_state = IDLE;
wire tx_ready = (tx_state == 0);
assign tx_busy = ~tx_ready;
reg [7:0] tx_shift = 0;
always @(posedge clk)
begin
	if (tx_ready & tx_start)
		tx_shift <= tx_data;
	else
	if (tx_state[3] & bit_tick)
		tx_shift <= (tx_shift >> 1);
	case (tx_state)
		IDLE:      if(tx_start) tx_state <= BIT_START;
		BIT_START: if(bit_tick) tx_state <= BIT0;
		BIT0:      if(bit_tick) tx_state <= BIT1;
		BIT1:      if(bit_tick) tx_state <= BIT2;
		BIT2:      if(bit_tick) tx_state <= BIT3;
		BIT3:      if(bit_tick) tx_state <= BIT4;
		BIT4:      if(bit_tick) tx_state <= BIT5;
		BIT5:      if(bit_tick) tx_state <= BIT6;
		BIT6:      if(bit_tick) tx_state <= BIT7;
		BIT7:      if(bit_tick) tx_state <= BIT_STOP1;
		BIT_STOP1: if(bit_tick) tx_state <= BIT_STOP2;
		BIT_STOP2: if(bit_tick) tx_state <= IDLE;
		default:   if(bit_tick) tx_state <= IDLE;
	endcase
end
assign tx = (tx_state < 4) | (tx_state[3] & tx_shift[0]);
endmodule
```

## design/flow/constraint.sdc

```tcl
current_design control

set clk_period 5.3
set clk_io_pct 0.2

create_clock -name clk0 -period $clk_period [get_ports {clk}]

set non_clock_inputs [all_inputs -no_clocks]
set_input_delay [expr $clk_period * $clk_io_pct] -clock clk0 $non_clock_inputs
set_output_delay [expr $clk_period * $clk_io_pct] -clock clk0 [all_outputs]
```

## design/flow/run.sh

```bash
#!/bin/bash
# OpenROAD 26Q1-2900-gdf79404cd8, Yosys 0.63+post, stock flow scripts
make -C /OpenROAD-flow-scripts/flow DESIGN_CONFIG=/design/flow/config.mk WORK_HOME=/design/flow/orfs finish
```

## design/flow/config.mk

```make
export PLATFORM = sky130hd
export DESIGN_NAME = control
export DESIGN_NICKNAME = control
export VERILOG_FILES = /design/flow/design.v
export SDC_FILE = /design/flow/constraint.sdc
export NUM_CORES = 4
export LEC_CHECK = 1
export CORE_UTILIZATION = 50
```

==> results.py <==
# Physical implementation metrics
metrics = {
    "critical_path": {
        "reg2reg_from": "uart_tx_i.tx_state[3]",
        "startpoint": "uart_tx_i.tx_state[3]",
        "cp-start-kind": "register",
        "critPathCaptureType": "register",
        "crit_type": "register to register",
        "r2r_cells": 4,
        "crit_path_end": "shift_out_ctr[5]",
        "reg2reg_to": "shift_out_ctr[5]",
        "rrSetupSlack_ps": 2380,
        "required_ps": 5700,
        "path_max_fanout": 20,
        "cp_data_arrival_time_ps": 3320,
    },
    "placement": {
        "io_buffer_count": 132,
        "place_area_um2": 9730,
        "pre_cts_slack_ps": 2410,
        "place_congestion": 0.879,
        "placed_cells": 1149,
        "dp_hpwl_um": 10000,
    },
    "synthesis": {
        "synth-async-reset-ratio": 0,
        "netlist_area_um2": 8300,
        "synthCells": 844,
        "ys_chip_area_um2": 8300,
        "yosysWarnings": 5,
        "seq_area_frac_synth": 0.566,
        "edf_count": 31,
        "flop_cell": "dfxtp_1",
        "yosys_cells": 844,
        "syn_area_per_cell_um2": 9.83,
        "ys_types": 52,
        "ys_ff": 219,
    },
    "die": {
        "die_w_um": 131,
        "coreArea_um2": 16100,
        "fp-utilization": 0.517,
        "dieArea_um2": 17100,
        "die_h_um": 131,
        "io_pins": 133,
        "rows": 46,
    },
    "routing": {
        "num_vias": 6129,
        "antenna_cells": 0,
        "drt_first_pass_iters": 4,
        "drcViolationCount": 0,
        "drt_iter0_drc": 281,
        "wl_um": 15900,
        "wire_per_inst_um": 13.4,
        "routed_via_density": 5.16,
        "ant_nets": 0,
    },
    "clocking": {
        "hold_buffers": 0,
        "htree_num_levels": 1,
        "tritoncts": "built",
        "ctsResizeCount": 0,
        "clkSlewWorstSetupHoldPaths_ps": 60,
        "numClockSinks": 219,
        "numCtsBuffers": 23,
        "clockBufferDepth": 3,
        "post_cts_buffers": 0,
        "clk_root_buffer_cell": "clkbuf_16",
        "worstSkewPairLatency_ps": 500,
    },
    "final_layout": {
        "fillers": 1180,
        "layout-drive-gt1-share": 0.0690,
        "flop_area_um2": 4690,
        "finalInstanceArea_um2": 10400,
        "fin_cells": 1187,
        "logic_area_um2": 3320,
        "areaGrowthSynthToFinish_pct": 25.9,
    },
    "global_routing": {
        "grt_pass1_wl_um": 25900,
        "overflow": 0,
        "grt_max_degree": 83,
        "grt_pass1_vias": 5613,
        "grt_usage": 0.196,
        "antenna_found_initial": 0,
    },
    "sta": {
        "slew_viol_final": 0,
        "finalHoldViolCount": 0,
        "skew_ps": 17.0,
        "setup_viol": 0,
        "fmaxAchievable_mhz": 342,
        "post-route-period-util": 0.552,
        "fin_crit_ps": 2920,
        "worstMarginPinSlew_ps": 843,
        "setup_slack_ps": 2380,
        "maxSlewHeadroom": 0.434,
        "rsz0062_at_grt": "false",
        "holdWs_ps": 412,
        "setup-tns-final_ps": 0,
    },
    "power": {
        "p_leak_nw": 3.64,
        "ir_drop_uv": 251,
        "power_density_nw_per_um2": 330,
    },
    "flow_run": {
        "warning_count": 27,
        "maxCapViolCount": 0,
    },
    "run_status": {
        "status": "completed",
    },
    "hold_path": {
        "hold_path.class": "register to register",
    },
}
Yosys cell counts (all sizes together), types with 2 or more instances:
library cell	count	area share
a211oi	5	0.0051
a21oi	87	0.052
a221oi	2	0.0021
a22oi	2	0.0018
a31oi	4	0.0030
and2	5	0.0038
and3	14	0.011
buf	11	0.0081
clkbuf	36	0.016
dfxtp	188	0.45
edfxtp	31	0.11
ha	7	0.011
inv	23	0.010
mux2	5	0.0068
mux2i	10	0.012
mux4	16	0.043
nand2	172	0.078
nand2b	2	0.0015
nand3	11	0.0066
nand4	9	0.0068
nor2	27	0.012
nor2b	70	0.053
nor3	17	0.010
nor4	13	0.012
o2111ai	2	0.0021
o21a	3	0.0027
o21ai	20	0.012
o311ai	2	0.0021
o31ai	3	0.0027
o41ai	2	0.0021
or3	8	0.0060
or4	3	0.0027
xnor2	16	0.017
xor2	6	0.0063
state kept, by name, indices dropped and copies added (netlist names):
name / flops
uart_rx_i.filter_cnt: 2
uart_rx_i.rx_ready: 1
uart_tx_data: 5
uart_rx_i.os_cnt: 3
uart_rx_i.rx_bit: 1
uart_tx_i.tx_shift: 7
uart_rx_i.rx_data: 8
uart_rx_i.rx_sync: 2
uart_tx_i.tickgen.acc: 15
dout_sr: 64
uart_rx_i.rx_state: 4
uart_rx_i.tickgen.acc: 17
uart_tx_i.tx_state: 4
uart_tx_valid: 1
shift_out_ctr: 16
shift_out_state: 4
strobe: 1
dout: 64
worst min-delay path by stage:
| stage | start | endpoint | slack [ps] | cells after the start |
|---|---|---|---|---|
| 4_1_cts | uart_tx_i.tickgen.acc[2] | uart_tx_i.tickgen.acc[2] | 420 | 1 |
| 5_1_grt | uart_rx_i.rx_sync[0] | uart_rx_i.rx_sync[1] | 430 | 0 |
| 6_report | uart_tx_i.tickgen.acc[2] | uart_tx_i.tickgen.acc[2] | 410 | 1 |
critical path, stage by stage, from the launching register on:
cell and delay (ps):
edfxtp_1 570, nor4_4 770, and3_1 820, mux2_2 410
a221oi_1 260
cell families after synthesis:
family	count (synthesis)	share of synthesized area
adders and majority gates	7	0.0106
AOI/OAI and AO/OA	139	0.0963
xor gates and xnor gates	22	0.0232
and+or+nand+nor	355	0.207
DFF	219	0.566
muxes	31	0.0623
buffers and inverters	71	0.0353
per-layer routing:
layer | GRT usage | part of all wire | wire, µm
met3 | 0.0439 | 0.071 | 1140
met4 | 0.0392 | 0.019 | 306
met5 | 0 | 0 | 0
met2 | 0.292 | 0.44 | 6960
met1 | 0.311 | 0.47 | 7530
power by group:
group          total (mW)  switching [mW]  internal, mW  leakage, nW
combinational       0.182          0.0828        0.0996         1.48
sequential           1.76          0.0391          1.72         1.80
clock                1.51           0.598         0.910        0.362
total                3.45           0.720          2.73         3.64
through the flow:
| stage | power, mW | util |
|---|---|---|
| 3_3_place_gp | 1.97 | 0.606 |
| 2_1_floorplan | 1.90 | - |
| 3_5_place_dp | 1.98 | 0.606 |
| 4_1_cts | 3.49 | 0.651 |
| 5_1_grt | 3.59 | 0.651 |
| 6_report | 3.45 | 0.651 |
cells in the final DEF (no fill, tap or decap), drive strengths merged, types with 3 or more instances in the layout:
master	n
or3	8
clkinv	5
o21ai	20
nand4	9
mux2	5
mux4	16
mux2i	10
clkdlybuf4s50	131
clkbuf	31
or4	3
a21oi	87
nor3	17
a211oi	5
nor2b	70
ha	7
nor2	27
dfxtp	188
xor2	6
and2	5
inv	25
xnor2	16
edfxtp	31
o31ai	3
buf	5
nand2	172
nor4	13
and3	14
o21a	3
a31oi	4
nand3	11
cell type report:
type | count | area share
clock inverters | 7 | 0.00623
well taps | 216 | 0.0259
flip-flops and latches | 219 | 0.449
multi-input cells | 554 | 0.318
inverters | 24 | 0.00862
clock buffers | 31 | 0.0628
repair buffers | 136 | 0.129
Power is estimated from default activity; no workload was simulated.
